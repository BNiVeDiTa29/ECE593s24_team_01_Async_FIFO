**/design/flow/run.sh**
```bash
#!/bin/bash
# OpenROAD 26Q1-2900-gdf79404cd8, Yosys 0.63+post, stock flow scripts
make -C /OpenROAD-flow-scripts/flow DESIGN_CONFIG=/design/flow/config.mk WORK_HOME=/design/flow/orfs finish
```
**/design/flow/config.mk**
```make
export PLATFORM = sky130hd
export DESIGN_NAME = ASYNC_FIFO
export DESIGN_NICKNAME = ASYNC_FIFO
export VERILOG_FILES = /design/flow/design.v
export SDC_FILE = /design/flow/constraint.sdc
export NUM_CORES = 4
export LEC_CHECK = 1
export CORE_UTILIZATION = 40
export SYNTH_MEMORY_MAX_BITS = 65536
```
**/design/flow/constraint.sdc**
```tcl
current_design ASYNC_FIFO

set clk_period 90.0
set clk_io_pct 0.2

create_clock -name clk0 -period $clk_period [get_ports {rclk}]
create_clock -name clk1 -period $clk_period [get_ports {wclk}]

set non_clock_inputs [all_inputs -no_clocks]
set_input_delay [expr $clk_period * $clk_io_pct] -clock clk0 $non_clock_inputs
set_output_delay [expr $clk_period * $clk_io_pct] -clock clk0 [all_outputs]
```
**/design/flow/design.v**
```verilog
module ASYNC_FIFO #(parameter DATA_WIDTH = 9, parameter PTR_WIDTH = 9 ) (
    input  logic write_enable, wclk, wrst_n,
    input  logic read_enable, rclk, rrst_n,
    input  logic [DATA_WIDTH-1:0] data_write,
    output logic [DATA_WIDTH-1:0] data_read,
    output logic wfull,
    output logic rempty
);
    logic [PTR_WIDTH-1:0] waddr, raddr;   
    logic [PTR_WIDTH:0] wptr, rptr;      
    logic [PTR_WIDTH:0] wptr_s, rptr_s;  
    synchronizer_r2w #(PTR_WIDTH) r2w_DUT (
        .rptr_s(rptr_s),
        .rptr(rptr),
        .wclk(wclk),
        .wrst_n(wrst_n)
    );
    synchronizer_w2r #(PTR_WIDTH) w2r_DUT (
        .wptr_s(wptr_s),
        .wptr(wptr),
        .rclk(rclk),
        .rrst_n(rrst_n)
    );
    fifo_mem #(DATA_WIDTH, PTR_WIDTH) fifo_mem_DUT (
        .data_read(data_read),
        .data_write(data_write),
        .waddr(waddr),
        .raddr(raddr),
        .wclk(wclk),
        .wfull(wfull),
        .write_enable(write_enable),
        .rclk(rclk),
        .read_enable(read_enable),
        .rempty(rempty)
    );
    rptr_handler #(PTR_WIDTH) rptr_DUT (
        .raddr(raddr),
        .rempty(rempty),
        .rptr(rptr),
        .read_enable(read_enable),
        .rclk(rclk),
        .rrst_n(rrst_n),
        .wptr_s(wptr_s)
    );
    wptr_handler #(PTR_WIDTH) wptr_DUT (
        .waddr(waddr),
        .wfull(wfull),
        .wptr(wptr),
        .write_enable(write_enable),
        .wclk(wclk),
        .wrst_n(wrst_n),
        .rptr_s(rptr_s)
    );
endmodule : ASYNC_FIFO
module fifo_mem#(parameter DATA_WIDTH = 12, parameter PTR_WIDTH = 12) (
    input  logic write_enable, wfull, wclk,
    input  logic read_enable, rempty, rclk,
    input  logic [PTR_WIDTH-1:0] waddr, raddr,
    input  logic [DATA_WIDTH-1:0] data_write,
    output logic [DATA_WIDTH-1:0] data_read
);
    localparam DEPTH = 1 << PTR_WIDTH;
    logic [DATA_WIDTH-1:0] fifo_mem1 [0:DEPTH-1];
    always @(posedge rclk) begin
        if (read_enable && !rempty)
            data_read = fifo_mem1[raddr];
    end
    always @(posedge wclk) begin
        if (write_enable && !wfull)
            fifo_mem1[waddr] <= data_write;
    end
endmodule : fifo_mem
module synchronizer_r2w #(parameter PTR_WIDTH = 12) (
    input  logic wclk, wrst_n,
    input  logic [PTR_WIDTH:0] rptr,
    output logic [PTR_WIDTH:0] rptr_s
);
    logic [PTR_WIDTH:0] wq1_rptr;
    always_ff @(posedge wclk or negedge wrst_n) begin
        if (!wrst_n)
            {rptr_s, wq1_rptr} <= 0;
        else
            {rptr_s, wq1_rptr} <= {wq1_rptr, rptr};
    end
endmodule : synchronizer_r2w
module synchronizer_w2r #(parameter PTR_WIDTH = 12) (
    input  logic rclk, rrst_n,
    input  logic [PTR_WIDTH:0] wptr,
    output logic [PTR_WIDTH:0] wptr_s
);
    logic [PTR_WIDTH:0] rq1_wptr;
    always_ff @(posedge rclk or negedge rrst_n) begin
        if (!rrst_n)
            {wptr_s, rq1_wptr} <= 0;
        else
            {wptr_s, rq1_wptr} <= {rq1_wptr, wptr};
    end
endmodule : synchronizer_w2r
module rptr_handler #(parameter PTR_WIDTH = 12) (
    input  logic read_enable, rclk, rrst_n,
    input  logic [PTR_WIDTH :0] wptr_s,
    output logic rempty,
    output logic [PTR_WIDTH-1:0] raddr,
    output logic [PTR_WIDTH :0] rptr
);
    logic [PTR_WIDTH:0] rbin;
    logic [PTR_WIDTH:0] rgraynext, rbinnext;
    always_ff @(posedge rclk or negedge rrst_n) begin
        if (!rrst_n)
            {rbin, rptr} <= '0;
        else
            {rbin, rptr} <= {rbin + (read_enable & ~rempty), rgraynext};
    end
    assign raddr = rbin[PTR_WIDTH-1:0];
    assign rbinnext = rbin + (read_enable & ~rempty);
    assign rgraynext = (rbinnext >> 1) ^ rbinnext;
    assign rEmpty_val = (rgraynext == wptr_s);
    always_ff @(posedge rclk or negedge rrst_n) begin
        if (!rrst_n)
            rempty <= 1'b1;
        else
            rempty <= rEmpty_val;
    end
endmodule : rptr_handler
module wptr_handler #(parameter PTR_WIDTH = 12) (
    input  logic write_enable, wclk, wrst_n,
    input  logic [PTR_WIDTH :0] rptr_s,
    output logic wfull,
    output logic [PTR_WIDTH-1:0] waddr,
    output logic [PTR_WIDTH :0] wptr
);
    logic [PTR_WIDTH:0] wbin;
    logic [PTR_WIDTH:0] wgraynext, wbinnext;
    always_ff @(posedge wclk or negedge wrst_n) begin
        if (!wrst_n)
            {wbin, wptr} <= '0;
        else
            {wbin, wptr} <= {wbin + (write_enable & ~wfull), wgraynext};
    end
    assign waddr = wbin[PTR_WIDTH-1:0];
    assign wbinnext = wbin + (write_enable & ~wfull);
    assign wgraynext = (wbinnext >> 1) ^ wbinnext;
    assign wFull_val = (wgraynext == {~rptr_s[PTR_WIDTH:PTR_WIDTH-1], rptr_s[PTR_WIDTH-2:0]});  
    always_ff @(posedge wclk or negedge wrst_n) begin
        if (!wrst_n)
            wfull <= 1'b0;
        else
            wfull <= wFull_val; 
    end
endmodule : wptr_handler
```
==> results.txt <==
The following summarizes the physical implementation.

Worst setup path
For reference, the critical path cell chain is clkdlybuf4s50_1, nor2b_1, ha_1, nand3_1, nor4_1, xnor2_1, xor2_1, xnor2_1, nand2_1, nor4_1. The path type of the worst setup path is input port to flop. The slowest cell on the critical path is sky130_fd_sc_hd__nor2b_1. The endpoint type of the worst setup path is a flop.

The required time of the worst setup path is approximately 90000 ps. The timing report attributes the biggest portion of critical-path delay to simple AND/OR/NAND/NOR gates. The critical path startpoint category is an input port. The source of the critical timing path is read_enable. The number of buffers and inverters on the critical path is 1. The data arrival time of the worst path is ~21000 ps. The maximum fanout along the worst path is 10.

In this design, the stage delay of the slowest critical-path cell is about 670 ps. Per the timing report, the most critical flop-to-flop path originates at rptr_DUT.rbin[0]$_DFF_PN0_.

Place
The half-perimeter wire length after detailed placement is around 350000 µm. The placed cell count is 14.2k. The placement summary gives the final routability congestion estimate as ~0.99. As logged by OpenROAD, the buffers inserted on ports number 24.

Global routing
The wire length of the first global-routing pass is slightly below 800000 µm. Total global-route track usage over all layers is approximately 27%. The leftover overflow at the end of global routing is 0. The initial antenna violation count came to between 40 and 50. The via count of the first global-routing pass came to ~100k. Entering global routing, the biggest net connects 102 pins.

Timing
Looking at the max-slew report, the worst-margin pin has a slew of approximately 1100 ps. The total setup violations reported at the end of the flow is 0. Setup repair after global routing left no endpoint under its margin. In the final report, the number of pins over their slew limit comes to 0.

Clock skew on the completed layout was measured at 44.5 ps. The sum of negative setup slack is 0 ps. The normalized max-slew margin is between 20% and 30%.

The number of hold-slack violations in the final timing report is 0.

Floorplanning
The initialized floorplan defines around 250 standard-cell rows. The area of the die is approximately 460000 µm². The floorplan core area is around 450000 µm². The width of the die is between 600 and 700 µm.

The initial utilization of the core area, before any placement, comes to about 40%. The vertical die dimension is 676 µm. The boundary pin count is 26.

Synthesis
The multiplexer share of the synthesized area is 15.3%. The synthesized netlist devotes 2.13% of its cell area to simple gates. The number of synthesized flops with an enable pin is between 4k and 5k.

Of the post-synthesis cell area, the dominant cell type holds 76.4%. A synthesized cell averages 21.6 µm². The most frequently used flop master after synthesis is sky130_fd_sc_hd__edfxtp_1. In this run, the synthesized area fraction spent on xor and xnor cells is recorded as 0.261%. The netlist uses between 80 and 90 different library cells. The fraction of the mapped netlist area in adder cells is 0.0276%. The biggest area contributor in the post-synthesis netlist is sky130_fd_sc_hd__edfxtp_1. The synthesized flop and latch total is roughly 4.7k. Among the non-sequential cells, multiplexers take the most area.

For this design, Yosys synthesis ends with a cell count of 8401. The number of synthesis warnings is 7. The synthesized netlist cell count is approximately 8.4k. The compound-gate portion of the synthesized area is under 10%. For this run, asynchronously set or reset flops after synthesis account for under 10%. After synthesis, the cell types taking the most area are sky130_fd_sc_hd__edfxtp_1, sky130_fd_sc_hd__mux4_2, sky130_fd_sc_hd__mux2i_1, sky130_fd_sc_hd__nor2_1, sky130_fd_sc_hd__dfrtp_1. Summing the sequential cell areas from Yosys gives about 77% of the chip area. After synthesis the cells add up to roughly 180000 µm². The synthesized chip area reported by yosys is ~180000 µm².

Cells and area
The post-route utilization of the core is recorded as 45.2%. The most common logic cells in the final layout are sky130_fd_sc_hd__edfxtp_1, sky130_fd_sc_hd__mux4_2, sky130_fd_sc_hd__nor2_1, sky130_fd_sc_hd__clkbuf_16, sky130_fd_sc_hd__buf_4. After the flow finishes, the layout carries non-filler instances totaling between 15k and 20k. Compared with the post-synthesis result, the final layout area differs by 12.6%.

The most frequently placed logic cell in the final layout is sky130_fd_sc_hd__edfxtp_1. The ratio of cells with drive above 1 in the final layout is about a quarter.

Routing
The average via count per standard cell is 5.97. The count of routing violations after the opening detailed-route iteration is about 6.8k. In this run the remaining antenna-violating nets after routing total 0. The final route contains ~90k vias. In the log, the iteration count for the first detailed-route pass is 6. For this block, the routed nets add up to approximately 550000 µm of wire. The average wire length per cell after detail routing is between 30 and 40 µm. The DRC violation total left in the routed layout is recorded as 0.

Power
Across the VDD grid, the largest voltage drop is around 0.021 mV. The power report puts the leakage power at around 63 nW. The clock network burns 29.8% of the power. Combinational logic burns roughly a third of the power. Per report_power, the sequential group accounts for 38.8% of the total. Dividing total power by cell area gives a power density of between 30 and 40 nW/µm². The switching power total is approximately 2.1 mW. The switching share of total power is about a third. The completed layout was analyzed and its total power is approximately 6.4 mW. The cell-internal power is ~4.2 mW.

Run
The run reported a max-capacitance violation count of 0. The total tool warning count is 32.

Min path
The hold path startpoint is rptr_DUT.rptr[3]$_DFF_PN0_. The class of the tightest hold or removal check is flop to flop.

Clock network
TritonCTS reports the number of clock sinks as roughly 4.7k. The number of setup buffers added after CTS is 0. The post-cts sizing count is 0. The clock transition time at the flip-flop clock pins of the worst setup and hold paths is approximately 70 ps. TritonCTS built the clock tree.

Outcome
The flow ran to the end, and the final reports show no timing, DRC or antenna violations.
-- cell families after synthesis --
group	after synthesis
flip-flops	4697
adder cells (fa/ha/maj)	4
XOR/XNOR	54
buffers and inverters	543
multiplexers	1436
AND-OR/OR-AND	747
AND/OR/NAND/NOR	920
-- what timing repair did --
| action | 4_1_cts | 5_1_grt |
|---|---|---|
| hold endpoints to repair | 10 | 0 |
| hold buffers | 10 | 0 |
| setup endpoints to repair | 0 | 0 |
-- stage by stage --
step                cell area (µm²)  hold WS (ps)  setup WS (ps)
floorplan                    182000           331          69700
global placement             189000           332          68390
detailed placement           189000           335          68350
CTS                          204000           157          69050
global route                 204000           243          68750
finish                       204000           216          69050
-- worst reg2reg max path, delay by kind of cell (launching register included) --
family | cells | cell delay, ps
AOI/OAI and AO/OA | 3 | 1440
buffers and inverters | 6 | 3590
DFF | 1 | 840
muxes | 2 | 730
and+or+nand+nor | 2 | 690
-- cell usage after synthesis (all sizes together), types with 6 or more instances --
cell / instances
edfxtp: 4617
mux4: 1072
nor2: 579
mux2i: 329
buf: 319
clkbuf: 204
a22oi: 169
nand2: 168
a21oi: 142
dfrtp: 79
o22ai: 69
a221oi: 68
o21ai: 62
o221ai: 49
nor3: 38
mux2: 35
a211oi: 30
xnor2: 28
nand3: 27
xor2: 26
a22o: 23
nor4: 20
a221o: 19
nor2b: 19
inv: 17
nand2b: 15
a31oi: 14
o211ai: 14
a211o: 12
nand4: 11
a2111oi: 10
a311oi: 8
and2: 7
o311ai: 7
and3: 6
or4: 6
-- power by group through the flow --
stage / logic [mW] / clock network [mW] / registers, mW
global route: 2.06 / 2.00 / 2.47
finish: 1.99 / 1.89 / 2.46
CTS: 1.96 / 1.92 / 2.46
-- final timing paths --
kind                                                            endpoint  slack, ps  depth (start not counted)
worst max-delay path                           rptr_DUT.rempty$_DFF_PN1_      69050                         10
worst min-delay path                       r2w_DUT.wq1_rptr[3]$_DFF_PN0_        220                          1
worst max register to register       fifo_mem_DUT.data_read[5]$_DFFE_PN_      82360                         13
worst min register to register             r2w_DUT.wq1_rptr[3]$_DFF_PN0_        220                          1
max in group clk1               fifo_mem_DUT.fifo_mem1[109][3]$_DFFE_PP_      69290                          7
max in group asynchronous                     rptr_DUT.rbin[4]$_DFF_PN0_      71860                          2
min in group clk0                            w2r_DUT.wptr_s[1]$_DFF_PN0_        350                          0
min in group asynchronous                  r2w_DUT.wq1_rptr[3]$_DFF_PN0_      17040                          2
-- layout make-up --
| type | count | area, µm² |
|---|---|---|
| fill | 36731 | 248000 |
| sequential | 4697 | 141000 |
| multi-input combinational | 3161 | 37900 |
| clock buffer | 544 | 11700 |
| tap | 5976 | 7480 |
| timing repair buffer | 399 | 3330 |
| clock inverter | 281 | 3030 |
| antenna | 46 | 115 |
| inverter | 20 | 85.1 |
-- routing by layer --
| layer | vias to the layer above | GRT usage [%] | routed length (µm) |
|---|---|---|---|
| met5 | - | 4.50 | 2340 |
| met4 | 68 | 10.8 | 27800 |
| met3 | 1160 | 26.2 | 118000 |
| met2 | 8116 | 36.3 | 243000 |
| met1 | 44983 | 27.5 | 158000 |
| li1 | 35983 | - | - |
-- state kept, by name, summed over array words and instances, names as in the netlist --
signal                  flops
fifo_mem_DUT.data_read      9
fifo_mem_DUT.fifo_mem1   4608
r2w_DUT.rptr_s             10
r2w_DUT.wq1_rptr           10
rptr_DUT.rbin               9
rptr_DUT.rempty             1
rptr_DUT.rptr              10
w2r_DUT.rq1_wptr           10
w2r_DUT.wptr_s             10
wptr_DUT.wbin               9
wptr_DUT.wfull              1
wptr_DUT.wptr              10
No activity file was given, so power comes from the tool's default toggle rates.
